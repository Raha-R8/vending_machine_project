**./design.v**
```verilog
`timescale 1ns / 1ps
module owner_money (
    input clk,mode,
    input [10:0]machine_money,
    output reg[10:0]owner_money,
	  output reg [10:0]new_machine_money,
    output reg redlight
);
    always @(posedge clk) begin
		 if(mode)begin
			  if(machine_money == 11'b00000000000)begin
					owner_money = 11'b00000000000;
					new_machine_money = machine_money;
					redlight = 1;
			  end
			  else begin
					owner_money = machine_money;
					new_machine_money = 11'b00000000000;
					redlight = 0;
			  end
		 end
    end
endmodule
```
**./run.sh**
```bash
#!/bin/bash
# OpenROAD 26Q1-2900-gdf79404cd8, Yosys 0.63+post, stock flow scripts
make -C /OpenROAD-flow-scripts/flow DESIGN_CONFIG=/design/flow/config.mk WORK_HOME=/design/flow/orfs finish
```
**./constraint.sdc**
```tcl
current_design owner_money

set clk_period 1.0
set clk_io_pct 0.2

create_clock -name clk0 -period $clk_period [get_ports {clk}]

set non_clock_inputs [all_inputs -no_clocks]
set_input_delay [expr $clk_period * $clk_io_pct] -clock clk0 $non_clock_inputs
set_output_delay [expr $clk_period * $clk_io_pct] -clock clk0 [all_outputs]
```
**./config.mk**
```make
export PLATFORM = sky130hd
export DESIGN_NAME = owner_money
export DESIGN_NICKNAME = owner_money
export VERILOG_FILES = /design/flow/design.v
export SDC_FILE = /design/flow/constraint.sdc
export NUM_CORES = 4
export LEC_CHECK = 1
export CORE_AREA = 10 10 78 78
export DIE_AREA = 0 0 88 88
```
==> metrics.cfg <==
[pwr]
powerDensity_nw_per_um2 = 1640
total_power_mw = 1.84
leakage_nw = 0.438
vdd_drop_max_mv = 0.886

[placement]
io_buffers = 35
dp_cells = 126
post-place-ws_ns = -0.221
finalWeightedCongestion = 0.669

[die]
die_h_um = 88
dieArea_um2 = 7740
num_rows = 24
pin_count = 36
coreArea_um2 = 4410
chipWidth_um = 88
initCoreUtil_pct = 17.2

[yosys]
ys_sh_xor_pct = 0
top_cells_by_area = edfxtp_1 (91%), clkbuf_1 (5.4%), nor4_1 (1.6%), and3_1 (0.82%), nor3_1 (0.66%)
syn_area_per_cell_um2 = 19.5
ys_seq_share_pct = 90.9
top_cell = edfxtp_1
mux_share_pct = 0
ys_sh_simple_pct = 3.13
top_cells_by_count = edfxtp_1 (23), clkbuf_1 (11), nor4_1 (2)
syn_area_um2 = 759
ys_cells = 39
top_area_cell = edfxtp_1
netlist_instances = 39
top_cell_area_share_pct = 90.9
edf_count = 23
ys_seq_elements = 23
ys_warn_count = 1
ys.flop_type = edfxtp_1
synth_adder_area_share_pct = 0
ys_sh_aoi_pct = 0
synth_cell_type_count = 6
synth.logic.top_family = buffers and inverters
async_flop_share_pct = 0
yosys-stat-area_um2 = 759

[clocking]
root_buffer = clkbuf_8
cts.sinks = 23
cts_buffer_depth = 2
clk_pin_slew_ns = 0.07
htreeDepth = 1
postCtsSetupRepairBufs = 0
cts_buffers = 3
cts_tree = yes

[setup_path]
start_kind = flop
crit_slowest_cell = edfxtp_1
cp_cell_sequence = buf_2
path_buffers = 1
cp.arrival_ns = 0.76
end_kind = output port
crit_required_ns = 0.80
max_stage_delay_ns = 0.38
crit_family = flip-flops
cp_max_fo = 1
crit_type = reg2out

[detailed_routing]
route.detailed.wl_per_inst_um = 11.8
drc = 0
drtAntennaViolNets = 0
vias_per_cell = 3.13
detail_route.wirelength_mm = 1.53
num_vias = 407
first_pass_iters = 2
drt-initial-drc-count = 2
diodes = 0

[final_timing]
finalCritPeriodShare_pct = 96.1
fin_ws_ns = 0.0392
tns_ns = 0
maxSlewViolCount = 0
setup_violations = 0
finalHoldViolations = 0
rsz0062_at_grt = yes
fmax_ghz = 1.04
fin_crit_ns = 0.961

[run]
warning_count = 26
drv_cap = 0

[layout]
stdcell_count = 130
area_delta_synth_final_pct = 47.6
drive_gt1_share_pct = 34.6
seqCellArea_um2 = 691
num-fill-cells = 439
comb_area_um2 = 65.1

[global_routing]
grt_pass1_wl_mm = 2.34
first_global_vias = 468
track_usage_pct = 3.94
antenna_found_initial = 0
grt_max_degree = 24
grt-ovfl-total = 0

[hold_path]
hold_path_class = in2reg
min-delay-start = machine_money[9]
whs_path_depth = 1
hold_end = owner_money[9]$_SDFFCE_PN0P_

[outcome]
outcome = complete, no violations

==> area by class of cell <==
| type | count | share of cell area [%] |
|---|---|---|
| sequential | 23 | 61.6 |
| timing repair buffer | 36 | 22.8 |
| multi-input combinational | 15 | 5.80 |
| tap | 52 | 5.80 |
| clock buffer | 4 | 4.02 |
==> how the worst max path moves through the flow <==
| stage | from | to | slack (ns) | cells after the start |
|---|---|---|---|---|
| after CTS | new_machine_money[1]$_SDFFCE_PP0P_ | new_machine_money[1] | 0.001 | 1 |
| after global routing | owner_money[1]$_SDFFCE_PN0P_ | owner_money[1] | -0.02 | 1 |
| final | owner_money[1]$_SDFFCE_PN0P_ | owner_money[1] | 0.04 | 1 |
==> registers in the layout, summed over array words and instances (netlist names) <==
register	count
owner_money	11
redlight	1
new_machine_money	11
==> metrics by stage <==
step	hold slack (ns)	utilization [%]	instance area (um^2)
after floorplan	0.312	-	797
after global placement	0.784	27.0	1190
after detailed placement	0.789	27.0	1190
after CTS	0.517	25.5	1130
after global routing	0.521	25.4	1120
final	0.526	25.4	1120
==> report_power, final <==
part	total, mW	switching (mW)	internal [mW]	leakage (nW)
registers	1.16	0.0153	1.14	0.225
logic	0.145	0.0506	0.0944	0.191
clock network	0.541	0.258	0.283	0.0228
==> cell usage in the layout, fill, tap and decap left out <==
cell type / synthesis / routed
clkbuf_8: 0 / 3
buf_2: 0 / 22
and3_1: 1 / 1
buf_12: 0 / 1
nor3_1: 1 / 1
clkdlybuf4s50_1: 0 / 12
clkbuf_2: 0 / 1
edfxtp_1: 23 / 23
clkbuf_1: 11 / 1
conb_1: 1 / 11
nor4_1: 2 / 2
==> routing by layer <==
metal	GRT usage, %	vias up	share of wire [%]
li1	-	204	-
met5	0	-	0
met1	4.54	176	44
met4	0.145	0	0
met2	6.02	27	41
met3	3.09	0	15
==> timing repair <==
item / 4_1_cts / 5_1_grt
hold buffers: 0 / 0
resized: 72 / 1
pin swaps: 0 / 0
endpoints found under the setup margin: 23 / 3
==> cell families (layout without fill, tap and decap cells) <==
logic type,Yosys count,in the layout
and+or+nand+nor,4,4
buffers and inverters,11,40
DFF,23,23
other,1,11
No activity file was given, so power comes from the tool's default toggle rates.
