==> flow/config.mk <==
export PLATFORM = sky130hd
export DESIGN_NAME = display
export DESIGN_NICKNAME = display
export VERILOG_FILES = /design/flow/design.v
export SDC_FILE = /design/flow/constraint.sdc
export NUM_CORES = 4
export LEC_CHECK = 1
export CORE_AREA = 10 10 93 93
export DIE_AREA = 0 0 103 103
==> flow/constraint.sdc <==
current_design display

set clk_period 4.1
set clk_io_pct 0.2

create_clock -name clk0 -period $clk_period [get_ports {clk}]

set non_clock_inputs [all_inputs -no_clocks]
set_input_delay [expr $clk_period * $clk_io_pct] -clock clk0 $non_clock_inputs
set_output_delay [expr $clk_period * $clk_io_pct] -clock clk0 [all_outputs]
==> flow/design.v <==
`timescale 1ns / 1ps
module display (
    input clk,
    input [1:0]redlight,
    input [10:0] number,
    output reg [6:0] seg1,seg2
);
    always @(negedge clk) begin
        if((redlight!=0) || (number>4'b1111))
            if(number>4'b1111)begin
                seg1 = 7'b1111110;
                seg2 = 7'b0110111;
            end
            else begin
                case (redlight)
                1 : seg2 = 7'b0110000;
                2 : seg2 = 7'b1101101;
                3 : seg2 = 7'b1111001;
                endcase
            end
        else begin
             seg2 = 7'b1111110;
             case (number)
        0 : seg1 = 7'b1111110;
        1 : seg1 = 7'b0110000;
        2 : seg1 = 7'b1101101;
        3 : seg1 = 7'b1111001;
        4 : seg1 = 7'b0110111;
        5 : seg1 = 7'b1011011;
        6 : seg1 = 7'b1011111;
        7 : seg1 = 7'b1110000;
        8 : seg1 = 7'b1111111;
        9 : seg1 = 7'b1111011;
        10 : seg1 = 7'b1110111;
        11 : seg1 = 7'b1111111;
        12 : seg1 = 7'b1001110;
        13 : seg1 = 7'b1111110;
        14 : seg1 = 7'b1001111;
        15 : seg1 = 7'b1000111;
        endcase
        end
    end
endmodule
==> flow/run.sh <==
#!/bin/bash
# OpenROAD 26Q1-2900-gdf79404cd8, Yosys 0.63+post, stock flow scripts
make -C /OpenROAD-flow-scripts/flow DESIGN_CONFIG=/design/flow/config.mk WORK_HOME=/design/flow/orfs finish
==> PnR_summary.wiki <==
=== Physical design figures ===
{| class="wikitable"
! Metric !! Value
|-
| Vias post-DR || approximately 650
|-
| Synth-to-Final Area Change || 83.4%
|-
| Worst setup path category || in2reg
|-
| Type of the worst min-delay path || reg2reg
|-
| Sum of buffers and inverters on the critical path || 1
|-
| Final design instance area without fill || roughly 1300 sq um
|-
| Total number of placement rows || 30
|-
| Avg Cell Area, Syn || between 9 and 10 sq um
|-
| Count of placed standard cells in the final layout, fillers left out || 202
|-
| CP Cell Sequence || buf_6 > or4_4 > nor4_4 > or4b_1
|-
| Sequential share of power || about two fifths
|-
| Share of flip-flops with an asynchronous set or reset || 0%
|-
| Number of unique standard cell types used by synthesis || 28
|-
| Internal power consumption || about 0.00024 W
|-
| Average wire per standard cell || approximately 8.9 um
|-
| Number of warnings reported in the yosys synthesis log || 1
|-
| Result of the run || finished clean
|-
| Total cell area at the placement stage || 1130 sq um
|-
| CP peak stage delay || about 0.55 ns
|-
| Worst EP required || 2.08 ns
|-
| Design Power || 0.000328 W
|-
| Number of optimization iterations in the first detailed-route pass || 4
|-
| Clock input transition at the sequential cells of the worst setup and hold paths || roughly 0.030 ns
|-
| Number of nets with antenna violations after routing || 0
|-
| Worst VDD drop || about 0.077 mV
|-
| Worst setup skew after layout || 0 ns
|-
| Buffers on Ports || 26
|-
| Total of hold buffers inserted after clock tree synthesis || 0
|-
| Power Density || roughly 260 nW/um^2
|-
| Placer's final routability congestion estimate || between 0.7 and 0.8
|-
| Core occupancy in the finished layout || 18.9%
|-
| Number of max-cap violations || 0
|-
| All-layer global routing usage || between 3 and 4%
|-
| Clock buffer count from CTS || 3
|-
| Maximum fanout along the worst path || 2
|-
| Total overflow reported by the global router || 0
|-
| Clk Tree Root Cell || sky130_fd_sc_hd__clkbuf_8
|-
| Fraction of power consumed by combinational cells || ~15%
|-
| Total leakage power || around 0.56 nW
|-
| Kind of launch point of the worst setup path || input port
|-
| Number of cells in Yosys stat || ~70
|-
| Pin count of the biggest net entering global routing || 9
|-
| Die Ht || 103 um
|-
| Crit. path cell count || 4
|-
| Clock group share of total power || a little under half
|-
| Synthesized-area fraction occupied by xor and xnor cells || 2.52%
|-
| Initial core utilization || 10.3%
|-
| Number of placed cells counting well taps || 185
|-
| Clock latency on the worst-skew pair || roughly 0.3 ns
|-
| Vias in the first global route || 685
|-
| Worst hold stages || 2
|-
| Max stage delay cell, worst path || sky130_fd_sc_hd__or4_4
|-
| Prevailing logic family in the synthesized netlist || simple AND/OR/NAND/NOR gates
|-
| AO/OA Area Share || about an eighth
|-
| Critical path data arrival time || between 2 and 2.5 ns
|-
| Maximum clock insertion buffer count || 2
|-
| Cell count after synthesis || 70
|-
| Clk sinks || 12
|-
| Final hold violation count || 0
|-
| Switching part of the total || 27.2%
|-
| Post-synth design cell area || 694 sq um
|-
| # H-tree levels || 1
|-
| Minimum setup slack after placement || -0.647 ns
|-
| Post-route DRC || 0
|-
| Count of antenna diodes in the layout || 0
|-
| Detailed Place HPWL || about 1500 um
|-
| Length in cells of the worst reg-to-reg path || 2
|-
| Net switching power figure || around 0.000089 W
|-
| Mux share of post-synthesis cell area || about 1.4%
|-
| Die X-Extent || between 100 and 150 um
|-
| Top Ports || 28
|-
| Max-slew violation count || 0
|-
| Area enclosed by the die boundary || 10600 sq um
|-
| Worst Setup End Kind || flop
|-
| Synthesized-area fraction occupied by and/or/nand/nor cells || 20.0%
|-
| Antenna violations before repair || 0
|-
| Synthesized chip area reported by yosys || between 600 and 700 sq um
|-
| Count of state elements after synthesis || 12
|-
| Clock tree from TritonCTS || built
|-
| Final setup viols || 0
|-
| OpenROAD warnings || 44
|-
| Area fraction in full adders, half adders and majority gates || 10.5%
|-
| Count of flip-flops with a built-in enable after synthesis || 7
|-
| Sequential-to-total area share from yosys stat || 44.7%
|-
| Worst-case setup margin in the final layout || between 0.009 and 0.01 ns
|-
| Area inside the core boundary || between 6000 and 7000 sq um
|-
| Cell family with the largest share of critical-path delay || simple AND/OR/NAND/NOR gates
|-
| Total detailed-routing wirelength || roughly 1800 um
|-
| Setup repair after global routing missed its margin || true
|-
| Drt via density || ~3.2
|-
| Fraction of layout instances using a drive strength above 1 || between 20% and 30%
|-
| DRC marker count from the first detailed-route iteration || 30
|-
| Most common reg cell || sky130_fd_sc_hd__edfxtp_1
|-
| Global-route wire length before repair || between 2000 and 3000 um
|}
[kinds of logic (layout without fill, tap and decap cells)]
| family | count (synthesis) | in the layout |
|---|---|---|
| other | 1 | 1 |
| muxes | 1 | 1 |
| xor gates and xnor gates | 2 | 2 |
| DFF | 12 | 12 |
| AOI/OAI and AO/OA | 13 | 13 |
| adders and majority gates | 6 | 6 |
| and+or+nand+nor | 22 | 22 |
| buffers and inverters | 13 | 65 |
[cell usage in the layout (no fill, tap or decap), types with 2 or more instances in the layout]
cell                               n
sky130_fd_sc_hd__a21oi_1           4
sky130_fd_sc_hd__clkbuf_8          3
sky130_fd_sc_hd__inv_2             3
sky130_fd_sc_hd__buf_6             2
sky130_fd_sc_hd__nand2b_1          3
sky130_fd_sc_hd__o21ai_0           3
sky130_fd_sc_hd__ha_1              4
sky130_fd_sc_hd__inv_1            16
sky130_fd_sc_hd__nor3_1            2
sky130_fd_sc_hd__dlymetal6s2s_1    5
sky130_fd_sc_hd__edfxtp_1          7
sky130_fd_sc_hd__xnor2_1           2
sky130_fd_sc_hd__nand3_1           3
sky130_fd_sc_hd__nand2_1           7
sky130_fd_sc_hd__clkdlybuf4s50_1  17
sky130_fd_sc_hd__dfxtp_1           5
sky130_fd_sc_hd__buf_4            16
[final timing paths]
path | from | end | slack [ns]
hold / removal | seg2[1]$_SDFFE_NP1P_ | seg2[1]$_SDFFE_NP1P_ | 0.46
setup reg to reg | seg2[3]$_SDFFE_NN1P_ | seg2[3]$_SDFFE_NN1P_ | 3.46
hold reg to reg | seg2[1]$_SDFFE_NP1P_ | seg2[1]$_SDFFE_NP1P_ | 0.46
setup / recovery | number[6] | seg1[6]$_SDFFCE_NP1P_ | 0.01
[Yosys cell counts, drive strengths merged (2+ instances only)]
cell / n / area (sq um)
a21oi: 4 / 20.0
buf: 2 / 15.0
clkbuf: 3 / 11.3
dfxtp: 5 / 100
edfxtp: 7 / 210
ha: 5 / 62.6
inv: 8 / 30.0
nand2: 7 / 26.3
nand2b: 3 / 18.8
nand3: 3 / 15.0
nor3: 2 / 10.0
nor4: 3 / 33.8
o21ai: 3 / 15.0
xnor2: 2 / 17.5
[stage by stage]
stage | hold slack, ns | TNS (ns)
floorplan | 0.413 | -1.01
detailed placement | 0.457 | -9.40
global placement | 0.454 | -9.05
global route | 0.490 | -0.0557
CTS | 0.465 | -0.108
finish | 0.458 | 0
[state kept, by name, indices dropped and copies added (netlist names)]
register and flops:
seg2 5, seg1 7
[power by group through the flow]
stage                 Combinational (W)  Sequential (W)  Clock (W)
after CTS                     0.0000488        0.000128   0.000159
after global routing          0.0000542        0.000128   0.000180
final                         0.0000491        0.000128   0.000151
[cell type report]
class	count	area [sq um]
inverter	7	26.3
clock buffer	3	41.3
tap	80	100
timing repair buffer	42	390
multi-input combinational	45	355
fill	746	5480
clock inverter	13	50.0
sequential	12	310
[worst reg2reg max path, cell delays in order, from the launching register on]
cell	delay, ns
sky130_fd_sc_hd__dfxtp_1	0.31
sky130_fd_sc_hd__a21oi_1	0.13
sky130_fd_sc_hd__a21boi_0	0.08
[metal layers]
layer / wire (um) / track usage (%)
met1: 817 / 4.18
met2: 801 / 4.63
met3: 143 / 1.49
met4: 28 / 1.71
met5: 0 / 0
[what timing repair did]
item,CTS,global route
buffers inserted,2,1
endpoints found under the setup margin,17,8
gates resized,19,7
gates cloned,0,0
pin swaps,2,3
No activity file was given, so power comes from the tool's default toggle rates.
