$ cat flow/design.v
`timescale 1ns / 1ps
module costumer (
    input clk,mode,
    input [3:0]costumer_money,machine_supply,product_price,quantitiy,
	  input[10:0]machine_money,
    output reg [3:0]remaining_money,new_supply,
	  output reg [10:0]new_machine_money,
    output reg redlight
);
always @(posedge clk) begin
	if(mode)begin
     if(costumer_money >= (product_price * quantitiy) && machine_supply >= quantitiy )begin
			  remaining_money <= costumer_money - (product_price * quantitiy);
			  new_supply <= machine_supply - quantitiy;
			  new_machine_money <= machine_money + (product_price * quantitiy);
			  redlight = 0;
		 end
		 else begin
			  remaining_money <= costumer_money;
			  new_supply <= machine_supply;
			  new_machine_money <= machine_money;
			  redlight = 1;
		 end
	end
end
endmodule
$ cat flow/run.sh
#!/bin/bash
# OpenROAD 26Q1-2900-gdf79404cd8, Yosys 0.63+post, stock flow scripts
make -C /OpenROAD-flow-scripts/flow DESIGN_CONFIG=/design/flow/config.mk WORK_HOME=/design/flow/orfs finish
$ cat flow/config.mk
export PLATFORM = sky130hd
export DESIGN_NAME = costumer
export DESIGN_NICKNAME = costumer
export VERILOG_FILES = /design/flow/design.v
export SDC_FILE = /design/flow/constraint.sdc
export NUM_CORES = 4
export LEC_CHECK = 1
export CORE_UTILIZATION = 40
$ cat flow/constraint.sdc
current_design costumer

set clk_period 4.4
set clk_io_pct 0.2

create_clock -name clk0 -period $clk_period [get_ports {clk}]

set non_clock_inputs [all_inputs -no_clocks]
set_input_delay [expr $clk_period * $clk_io_pct] -clock clk0 $non_clock_inputs
set_output_delay [expr $clk_period * $clk_io_pct] -clock clk0 [all_outputs]
==> results.rst <==
Run summary
-----------

.. list-table::
   :header-rows: 1

   * - Metric
     - Value
   * - Overall routing resource usage
     - 0.152
   * - Filler cell count in the final layout
     - 438
   * - Init Core Util
     - 0.414
   * - Post-placement cell count
     - 332
   * - Vias in the first global route
     - 1365
   * - Num CTS Buffers
     - 3
   * - Top logic family
     - adder cells
   * - Number of stages on the worst hold path
     - 2
   * - Layout area overhead
     - 37.6%
   * - Number of failing hold endpoints at the final stage
     - 0
   * - Avg Vias per Cell
     - 4.50
   * - Total wirelength of the detailed-routed design
     - 3.56 mm
   * - Count of library flops with an enable pin
     - 20
   * - Critical path peak fanout
     - 4
   * - Detailed-routing iteration count for the pre-antenna-repair pass
     - 4
   * - Yosys warnings
     - 1
   * - Hold WC Path Type
     - in2reg
   * - Setup TNS
     - 0 ns
   * - Cells in synth_stat.txt
     - 202
   * - Pin count of the biggest net entering global routing
     - 21
   * - Antenna Nets Post-Route
     - 0
   * - Tool warnings
     - 26
   * - Classification of the worst setup path
     - in2reg
   * - Final tally of max-slew violations
     - 0
   * - Buffers inserted by post-CTS timing repair
     - 0
   * - Count of final setup violators
     - 0
   * - Number of design-rule violations left by the first detailed-router iteration
     - 98
   * - Outcome
     - complete, no violations
   * - RSZ-0062 raised after global routing
     - false
   * - ANT cells
     - 0
   * - Maximum count of clock buffers along a single path
     - 2
   * - Most frequent cells after synthesis
     - sky130_fd_sc_hd__inv_1, sky130_fd_sc_hd__ha_1, sky130_fd_sc_hd__nand2_1
   * - Startpoint type of the worst setup path
     - input pin
   * - Crit path time final
     - 4.20 ns
   * - Aoi/oai-family share of the synthesized area
     - 0.145
   * - Top cell area share
     - 0.307
   * - Final Instance Count excl. Fillers
     - 336
   * - Yosys stat chip area
     - 1950 sq um
   * - Width of the chip
     - 71.9 um
   * - Number of gates resized after cts
     - 0
   * - FA/HA/MAJ Cells, Area Fraction
     - 0.292
   * - Routability Congestion
     - 0.874
   * - Sequential share of the synthesized area
     - 0.307
   * - Maximum resistive drop on vdd
     - 0.121 mV
   * - Post-cts hold buffer count
     - 0
   * - Top FF cell, synth
     - sky130_fd_sc_hd__edfxtp_1
   * - Maximum frequency from static timing analysis
     - 238 MHz
   * - DRC Markers
     - 0
   * - Number of storage elements in the synthesis netlist
     - 20
   * - Critical path data arrival time
     - 4.21 ns
   * - Power density normalized to cell area
     - 295 nW/um^2
   * - Cell type with the highest aggregate area in the netlist
     - sky130_fd_sc_hd__edfxtp_1
   * - Required time reported for the critical path endpoint
     - 4.41 ns
   * - IO Port Bufs
     - 48
   * - Post-synth area hogs
     - sky130_fd_sc_hd__edfxtp_1, sky130_fd_sc_hd__ha_1, sky130_fd_sc_hd__fa_1
   * - Detailed-route wire length per cell
     - 10.6 um
   * - I/O pin count
     - 49
   * - Type of destination of the critical path
     - flip-flop
   * - Wire length of the first global-routing pass
     - 6.08 mm
   * - Half-perimeter wire length of the detailed placement result
     - 3.07 mm
   * - Yosys cell types
     - 30
   * - Cell leakage power
     - 1.24 nW
   * - Layout cells sized above 1
     - 0.104
   * - Async set or reset register ratio after synthesis
     - 0
   * - Fin crit share
     - 0.954
   * - Xor/xnor share
     - 0.0448
   * - Gate count of the mapped netlist
     - 202
   * - Max transition margin
     - 0.758
   * - Post-synthesis mux area share
     - 0.0230
   * - Overflow left after global routing
     - 0
   * - Floorplan die area
     - 5170 sq um
   * - Cell Rows
     - 25
   * - H-tree depth
     - 1
   * - Number of antenna violations at the first check in global routing
     - 0
   * - Transition time at the pin with the least slew margin
     - 0.361 ns
   * - Clock root buffer
     - sky130_fd_sc_hd__clkbuf_8
   * - Most used standard cell by instance count after synthesis
     - sky130_fd_sc_hd__inv_1
   * - Clock sink count
     - 20
   * - CTS clk-pin slew, worst paths
     - 0.07 ns
   * - Summed instance area of the synthesized netlist
     - 1950 sq um
   * - Simple-gate share of the synthesized area
     - 0.108
   * - Total number of vias
     - 1513
   * - Maxcap violations
     - 0
   * - TritonCTS clock tree
     - built
   * - Floorplan Core Area
     - 4720 sq um
   * - Mapped Avg Cell Area
     - 9.68 sq um
   * - Height of the die
     - 71.9 um
worst max-delay path, cell delays in order:
cell                              delay [ns]
sky130_fd_sc_hd__clkdlybuf4s50_1        0.52
sky130_fd_sc_hd__nand2_1                0.09
sky130_fd_sc_hd__fa_1                   0.46
sky130_fd_sc_hd__fa_1                   0.54
sky130_fd_sc_hd__inv_1                  0.06
sky130_fd_sc_hd__ha_1                   0.30
sky130_fd_sc_hd__xnor2_1                0.13
sky130_fd_sc_hd__ha_1                   0.31
sky130_fd_sc_hd__nand2_1                0.05
sky130_fd_sc_hd__o21ai_1                0.19
sky130_fd_sc_hd__nand2_1                0.14
sky130_fd_sc_hd__buf_4                  0.17
sky130_fd_sc_hd__a211o_1                0.24
sky130_fd_sc_hd__xnor2_1                0.12
report_power, final:
group	switching, mW	total, mW	internal (mW)
Combinational	0.177	0.411	0.235
Sequential	0.00767	0.262	0.255
Clock	0.0589	0.121	0.0621
stage by stage:
step	utilization	instance area (sq um)	hold WS [ns]	power, mW	worst slack (ns)
after floorplan	-	1950	0.992	0.497	0.571
after global placement	0.560	2650	1.56	0.679	-0.0443
after detailed placement	0.560	2650	1.58	0.680	-0.0671
after CTS	0.570	2690	1.31	0.804	0.192
after global routing	0.570	2690	1.33	0.862	0.0293
final	0.570	2690	1.30	0.795	0.200
per-layer routing:
metal | share of wire | up-vias | wire (um) | global-route usage
met5 | 0 | - | 0 | 0
met4 | 0.0062 | 0 | 22 | 0.0153
met3 | 0.024 | 2 | 87 | 0.0127
met2 | 0.45 | 28 | 1590 | 0.233
met1 | 0.52 | 662 | 1860 | 0.257
li1 | - | 821 | - | -
worst paths after layout:
path	from	endpoint	slack [ns]
setup / recovery	quantitiy[1]	new_machine_money[9]$_DFFE_PP_	0.20
hold / removal	machine_money[10]	new_machine_money[10]$_DFFE_PP_	1.30
cell type report:
class | count | area (sq um) | share of cell area
Multi-Input combinational cell | 143 | 1200 | 0.445
Sequential cell | 20 | 601 | 0.223
Clock buffer | 3 | 41.3 | 0.0153
Timing Repair Buffer | 66 | 628 | 0.233
Inverter | 36 | 135 | 0.0502
Clock inverter | 1 | 3.75 | 0.00140
Tap cell | 67 | 83.8 | 0.0312
logic make-up (layout without fill, tap and decap cells):
logic type | count (synthesis) | count (layout)
AOI/OAI and AO/OA | 46 | 46
and+or+nand+nor | 45 | 45
adders and majority gates | 39 | 39
buffers and inverters | 39 | 106
DFF | 20 | 20
xor gates and xnor gates | 10 | 10
muxes | 3 | 3
sequential cells by signal, summed over array words and instances (netlist names):
signal and flops:
new_machine_money 11, new_supply 4, redlight 1, remaining_money 4
cells in the final DEF (no fill, tap or decap), types with 2 or more instances in the layout:
| cell type | instances |
|---|---|
| sky130_fd_sc_hd__mux2_4 | 3 |
| sky130_fd_sc_hd__a211oi_1 | 2 |
| sky130_fd_sc_hd__inv_1 | 36 |
| sky130_fd_sc_hd__nand2_1 | 23 |
| sky130_fd_sc_hd__xor2_1 | 7 |
| sky130_fd_sc_hd__clkdlybuf4s50_1 | 48 |
| sky130_fd_sc_hd__and2_1 | 12 |
| sky130_fd_sc_hd__xnor2_1 | 3 |
| sky130_fd_sc_hd__o21ai_1 | 4 |
| sky130_fd_sc_hd__clkbuf_8 | 3 |
| sky130_fd_sc_hd__nor2_1 | 5 |
| sky130_fd_sc_hd__o21ai_0 | 18 |
| sky130_fd_sc_hd__a21oi_1 | 8 |
| sky130_fd_sc_hd__nor4_1 | 2 |
| sky130_fd_sc_hd__a21o_1 | 4 |
| sky130_fd_sc_hd__buf_4 | 17 |
| sky130_fd_sc_hd__edfxtp_1 | 20 |
| sky130_fd_sc_hd__a211o_1 | 2 |
| sky130_fd_sc_hd__ha_1 | 28 |
| sky130_fd_sc_hd__fa_1 | 11 |
No activity file was given, so power comes from the tool's default toggle rates.
